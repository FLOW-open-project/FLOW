[design.v]
`timescale 1ns / 1ps
module distribution #(
    parameter DATA_WIDTH = 18,  
    parameter NUM_INPUT_DATA = 4,
    parameter NUM_SUB_MACROS = 4
) 
(
    clk,   
    rst_n,   
    i_valid,
    i_data_bus,
    i_en,   
    i_sparse_select,  
    o_valid,   
    o_data_bus   
);
  input clk;
  input rst_n;
  input i_valid;
  input [NUM_SUB_MACROS*NUM_INPUT_DATA*DATA_WIDTH-1:0] i_data_bus;
  output  o_valid;
  output [NUM_SUB_MACROS*DATA_WIDTH-1:0] o_data_bus;  
  input i_en;
  input [2*NUM_SUB_MACROS*2-1 : 0] i_sparse_select;  
  wire [NUM_SUB_MACROS * DATA_WIDTH-1:0] mux1_out;
  wire [NUM_SUB_MACROS * DATA_WIDTH-1:0] mux2_out;
  wire [1:0] select1 [NUM_SUB_MACROS-1:0];
  wire [1:0] select2 [NUM_SUB_MACROS-1:0];
  genvar i, j;
  generate
    for (i = 0; i < NUM_SUB_MACROS; i = i + 1) begin : gen_mux1
        assign select1[i] = i_sparse_select[2*i +: 2];
        assign mux1_out[i*DATA_WIDTH +: DATA_WIDTH] = i_data_bus[(i*NUM_INPUT_DATA*DATA_WIDTH + select1[i]*DATA_WIDTH )+: DATA_WIDTH];
    end
    for (j = 0; j < NUM_SUB_MACROS; j = j + 1) begin : gen_mux2_inputs
        assign select2[j] = i_sparse_select[(NUM_SUB_MACROS*2 + 2*j) +: 2];
        assign mux2_out[j*DATA_WIDTH +: DATA_WIDTH] = mux1_out[select2[j]*DATA_WIDTH +: DATA_WIDTH];
    end
  endgenerate
  assign o_data_bus = mux2_out;
  assign o_valid = i_valid;
endmodule
[run.sh]
#!/bin/bash
# OpenROAD 26Q1-2900-gdf79404cd8, Yosys 0.63+post, stock flow scripts
make -C /OpenROAD-flow-scripts/flow DESIGN_CONFIG=/design/flow/config.mk WORK_HOME=/design/flow/orfs finish
[config.mk]
export PLATFORM = sky130hd
export DESIGN_NAME = distribution
export DESIGN_NICKNAME = distribution
export VERILOG_FILES = /design/flow/design.v
export SDC_FILE = /design/flow/constraint.sdc
export NUM_CORES = 4
export LEC_CHECK = 1
export CORE_AREA = 10 10 169 169
export DIE_AREA = 0 0 179 179
[constraint.sdc]
current_design distribution

set clk_period 3.2
set clk_io_pct 0.2

create_clock -name clk0 -period $clk_period

set non_clock_inputs [all_inputs -no_clocks]
set_input_delay [expr $clk_period * $clk_io_pct] -clock clk0 $non_clock_inputs
set_output_delay [expr $clk_period * $clk_io_pct] -clock clk0 [all_outputs]
==> results_slide.txt <==
Physical Implementation Snapshot

Logic synthesis
  • Portion of synthesized cell area occupied by the leading cell type: 0.379
  • Post-synthesis instance total: 349
  • Sequential cell area fraction in the yosys report: 0
  • Ys Warns: 1
  • Count of instantiated cells in the yosys netlist: 349
  • Area of the synthesized netlist per yosys stat: 3380 sq um
  • Mapped cell area: 3380 sq um
  • Netlist cell types: 14
  • Leading cell types by total area after synthesis: sky130_fd_sc_hd__mux4_2 (38%), sky130_fd_sc_hd__a22oi_1 (32%), sky130_fd_sc_hd__mux4_1 (12%)
  • Average size of a mapped cell: 9.69 sq um
  • Most area-hungry cell type in the Yosys netlist: sky130_fd_sc_hd__mux4_2

Outcome
  • Outcome: finished clean

Floorplanning
  • Number of ports placed on the die boundary: 381
  • Die Size: 32000 sq um
  • Die width: 179 microns
  • Starting utilization of the core area: 0.135
  • Core Area: 25000 sq um
  • Die span in y: 179 microns
  • Rows: 58

GRT
  • Total GRT Usage: 0.159
  • Global-route wire length before repair: 36600 microns
  • Pin count of the biggest net entering global routing: 19
  • GR Overflow Total: 0
  • Via count of the first global-routing pass: 5252
  • Antenna violations before repair: 3

Placement
  • DP HPWL: 23100 microns
  • Pre-CTS setup slack: -0.264 ns
  • Routability cong.: 0.948
  • Port Buffer Count: 376

Pwr
  • Total power: 1.36 mW
  • Power per Cell Area: 168 nW/um^2
  • Worst vdd rail ir drop: 0.0512 mV
  • Lkg Pwr: 3.02 nW

Worst setup path
  • Critical path arrival: 2.48 ns
  • Critical-path top delay cell: sky130_fd_sc_hd__mux4_2
  • Setup CP Type: primary input to output pin
  • Sort of element at the end of the critical path: output pin
  • Critical path startpoint category: primary input
  • Slowest Stage Delay on Critical Path: 0.55 ns
  • Critical Path Fanout Max: 5
  • Required time at the worst-slack endpoint: 2.56 ns
  • Cells along the critical path: dlygate4sd2_1, buf_6, buf_4, mux4_2, a22oi_1, nand2_1, clkdlybuf4s50_1

Routing
  • Via-to-Cell Ratio: 4.82
  • Total wire length: 27200 microns
  • Number of DRC violations after detailed-routing iteration 0: 482
  • Drt drc: 0
  • First-pass DRT Iterations: 6
  • Via count: 5135
  • Routed len/inst: 25.5 microns
  • Antenna violation net count after detailed routing: 0

Cells and area
  • Area growth from synthesis to layout: 139%
  • Clock Buffer Count: 0
  • Top Layout Cells: sky130_fd_sc_hd__clkdlybuf4s50_1 (358), sky130_fd_sc_hd__a22oi_1 (126), sky130_fd_sc_hd__nand2_1 (72), sky130_fd_sc_hd__mux4_2 (71), sky130_fd_sc_hd__buf_4 (26)
  • Storage cell area: 0 sq um
  • Most common cell after layout, fill and taps aside: sky130_fd_sc_hd__clkdlybuf4s50_1
  • # fillers: 2548
  • Fraction of layout instances using a drive strength above 1: 0.196
  • Sequential cell count of the final layout: 0

Flow run
  • Warning total across the stage logs: 35
  • Max-cap violations: 0

Timing
  • Minimum period implied by the final worst setup slack: 3.12 ns
  • Post-route setup slack: 0.0794 ns
  • Worst Tran Pin Value: 0.332 ns
  • Final-report setup violation count: 0
  • Normalized max-slew margin: 0.779
  • Cycle use final: 0.975
  • Maximum frequency from static timing analysis: 320 MHz
  • Count of pins over their slew limit: 0
  • Hold violation total from the final report: 0

Hold path
  • Worst min-delay path category: primary input to output pin
  • Hold path depth: 0
-- metrics by stage --
step                setup TNS [ns]  utilization  area, sq um  cells  hold WS [ns]
finish                           0        0.323         8080   1066          1.28
global placement            -13.81        0.314         7860   1052          1.28
CTS                              0        0.316         7920   1055          1.28
floorplan                        0            -         3380    349          1.35
detailed placement          -13.93        0.314         7860   1052          1.28
global route               -0.0209        0.323         8080   1064          1.28
-- cell usage after synthesis, drive strengths merged --
cell type and n:
clkbuf 22, and2 4, mux4 72, nor2 4, buf 23, a22oi 144, nand2 72, nor2b 8
-- worst max-delay path, delay by kind of cell --
family / cells / cell delay, ns
AND/OR/NAND/NOR: 1 / 0.07
multiplexers: 1 / 0.55
AND-OR/OR-AND: 1 / 0.22
buffers and inverters: 4 / 0.99
-- path summary, 6_finish.rpt --
path,slack [ns],to,startpoint
worst max-delay path,0.08,o_data_bus[41],i_sparse_select[4]
worst min-delay path,1.28,o_valid,i_valid
-- what timing repair did --
action / in CTS / in global routing
buffers inserted: 1 / 6
gates resized: 39 / 21
gates cloned: 2 / 2
setup endpoints to repair: 72 / 31
hold buffers: 0 / 0
pin swaps: 4 / 0
-- final cells by class --
cell class	instances	area, sq um	share of cell area
repair buffers	429	4500	0.557
multi-input cells	304	3160	0.391
well taps	330	413	0.0511
diodes	3	7.51	0.000929
-- report_power, final --
| group | total, mW | leakage [nW] | switching, mW | internal [mW] |
|---|---|---|---|---|
| Clock | 0.000000126 | 0.0000190 | 0 | 0.000000126 |
| Sequential | 0 | 0 | 0 | 0 |
| Combinational | 1.36 | 3.02 | 0.503 | 0.858 |
| Total | 1.36 | 3.02 | 0.503 | 0.858 |
-- cell families after synthesis --
logic type             count (synthesis)  share of synthesized area
and+or+nand+nor                       88                      0.107
muxes                                 72                      0.496
AOI/OAI and AO/OA                    144                      0.320
buffers and inverters                 45                     0.0780
-- per-layer routing --
| layer | part of all wire | vias to the layer above | global-route usage |
|---|---|---|---|
| li1 | - | 2287 | - |
| met1 | 0.39 | 2498 | 0.203 |
| met2 | 0.49 | 322 | 0.258 |
| met3 | 0.096 | 28 | 0.0494 |
| met4 | 0.023 | 0 | 0.0375 |
| met5 | 0 | - | 0 |
Power and IR drop assume default switching activity.
