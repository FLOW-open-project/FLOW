===== design/flow/run.sh =====
#!/bin/bash
# OpenROAD 26Q1-2900-gdf79404cd8, Yosys 0.63+post, stock flow scripts
make -C /OpenROAD-flow-scripts/flow DESIGN_CONFIG=/design/flow/config.mk WORK_HOME=/design/flow/orfs finish

===== design/flow/constraint.sdc =====
current_design cim_cell

set clk_period 11.5
set clk_io_pct 0.2

create_clock -name clk0 -period $clk_period [get_ports {clk}]

set non_clock_inputs [all_inputs -no_clocks]
set_input_delay [expr $clk_period * $clk_io_pct] -clock clk0 $non_clock_inputs
set_output_delay [expr $clk_period * $clk_io_pct] -clock clk0 [all_outputs]

===== design/flow/design.v =====
module cim_cell #(
    parameter DATA_WIDTH = 9,
) (
    clk,
    rst_n,
    en,
    sel_cell,  
    write_en,
    data_line,
    data_line_n,
    mac_result_out,
    out_data_valid,  
);
  input clk;
  input rst_n;
  input sel_cell;
  input en;
  input write_en;
  input [DATA_WIDTH-1 : 0] data_line;
  input [DATA_WIDTH-1 : 0] data_line_n;
  output reg [2*(DATA_WIDTH-1)-1 : 0] mac_result_out;  
  output reg out_data_valid;
  wire [DATA_WIDTH-2 : 0] weight;
  wire metadata_bit;
  wire [DATA_WIDTH-2 : 0] activation;
  wire [DATA_WIDTH-1 : 0] read_out;
  cim_mem_cell #(.DATA_WIDTH(DATA_WIDTH))
  cim_mem_cell_inst(
    .clk(clk),
    .rst_n(rst_n),
    .en(en),
    .write_en(write_en),
    .data_line(data_line),
    .read_out(read_out)
  );
  assign metadata_bit = read_out[0];  
  assign weight = read_out[DATA_WIDTH-1:1];  
  assign activation = metadata_bit == 0 ? data_line[DATA_WIDTH-1:1] : data_line_n[DATA_WIDTH-1:1];
  always @(posedge clk) begin
    if(en == 1) begin
        if (sel_cell == 1) begin
            mac_result_out <= weight * activation;
            out_data_valid <= 1;
        end
        else
            mac_result_out <= {2*(DATA_WIDTH-1){1'b0}};
            out_data_valid <= 0;
    end
    else begin
        mac_result_out <= {2*(DATA_WIDTH-1){1'b0}};
        out_data_valid <= 0;
    end
  end
endmodule
module cim_mem_cell #(
    parameter DATA_WIDTH = 9,  
) (
    clk,
    rst_n,
    en,
    write_en,
    data_line,
    read_out 
);
  input clk;
  input rst_n;
  input en;
  input write_en;
  input [DATA_WIDTH-1 : 0] data_line;
  output reg [DATA_WIDTH-1 : 0] read_out;
  reg [DATA_WIDTH-1 : 0] weight_ram;
  initial begin
    weight_ram = {DATA_WIDTH{1'b0}};
  end
  always @(posedge clk) begin
    if(en == 1 && rst_n == 1) begin
        read_out <= weight_ram;
        if(write_en) begin
            weight_ram <= data_line;
        end
    end
    else
        read_out <= {DATA_WIDTH{1'b0}};
  end
endmodule

===== design/flow/config.mk =====
export PLATFORM = sky130hd
export DESIGN_NAME = cim_cell
export DESIGN_NICKNAME = cim_cell
export VERILOG_FILES = /design/flow/design.v
export SDC_FILE = /design/flow/constraint.sdc
export NUM_CORES = 4
export LEC_CHECK = 1
export CORE_UTILIZATION = 30

==> impl_metrics.env <==
# yosys + openroad results
export IMPL_outcome="completed"
export IMPL_io_pins=40
export IMPL_drt_first_pass_iters=4
export IMPL_rows=37
export IMPL_synth_distinct_cells=39
export IMPL_gp_congestion=0.8274
export IMPL_grt_pass1_wl_um=10800
export IMPL_drive_gt1_share_pct=4.178
export IMPL_report_final_slew_viol_count=0
export IMPL_worst_slack_ns=4.541
export IMPL_sequentialPowerShare_pct=38.4
export IMPL_yosysSeqAreaShare_pct=24.45
export IMPL_switching_share_pct=26.59
export IMPL_cts_root_buf="clkbuf_8"
export IMPL_yosys_top_cells_area="fa_1, dfxtp_1, ha_1, edfxtp_1, nor2b_1"
export IMPL_grt_ovfl_total=0
export IMPL_yosysWarnings=2
export IMPL_die_area_sq_mm=0.01092
export IMPL_viasPerCell=4.545
export IMPL_critPathKind="in -> reg"
export IMPL_min_path_type="reg -> reg"
export IMPL_drt_wirelength_per_cell_um=11.53
export IMPL_cp_arrival_ns=7.12
export IMPL_synth_main_ff_cell="dfxtp_1"
export IMPL_powerDensity_mw_per_mm2=90.64
export IMPL_clkTransAtPathRegs_ns=0.07
export IMPL_fp_util_pct=30.67
export IMPL_antenna_found_initial=0
export IMPL_dp_hpwl_um=4666
export IMPL_synthCells=319
export IMPL_min_period_over_period_pct=60.51
export IMPL_io_buffers=37
export IMPL_dpl_cell_area_sq_mm=0.003669
export IMPL_dieHeight_um=104.5
export IMPL_async_reset_ff_share_pct=0
export IMPL_lay_top_count="inv_1"
export IMPL_setup_tns_ns=0
export IMPL_irDropWorstVdd_v=0.00005445
export IMPL_path_max_fanout=8
export IMPL_synth_edff_count=9
export IMPL_warnings=26
export IMPL_h_tree_depth=2
export IMPL_cts_buffers=5
export IMPL_ys_chip_area_sq_mm=0.003152
export IMPL_cts_tree="yes"
export IMPL_syn_area_per_cell_sq_um=9.880
export IMPL_clkPwrFrac_pct=38.0
export IMPL_cpPeakStageDelay_ns=0.59
export IMPL_crit_slowest_cell="mux2i_1"
export IMPL_post_place_ws_ns=4.213
export IMPL_fin_skew_ns=0.002921
export IMPL_grt_pass1_vias=2323
export IMPL_max_freq_mhz=143.7
export IMPL_fin_area_sq_mm=0.003801
export IMPL_finalHoldViolations=0
export IMPL_cts_hold_fix_buffers=0
export IMPL_power_leakage_nw=1.762
export IMPL_yosysTopAreaCell="fa_1"
export IMPL_drt_initial_drc_count=100
export IMPL_min_period_ns=6.959
export IMPL_worst_path_buf_inv=5
export IMPL_tightest_slew_ns=0.7733
export IMPL_vias=2250
export IMPL_pwr_share_comb_pct=23.7
export IMPL_yosys_area_top_type_share_pct=22.87
export IMPL_p_sw_mw=0.09160
export IMPL_grt_usage_pct=12.55
export IMPL_drc=0
export IMPL_maxSlewHeadroom_pct=46.97
export IMPL_yosys_register_bits=34
export IMPL_cp_cell_sequence="clkdlybuf4s50_1 > mux2i_1 > nor2b_1 > fa_1 > inv_1 > fa_1 > inv_1 > fa_1 > inv_1 > fa_1 > inv_1 > ha_1 > and2_1 > a221oi_2 > a21oi_1 > nor3_1 > nor3b_2"
export IMPL_wl_um=5707
export IMPL_startpoint_type="primary input"
export IMPL_postRouteAntennaNets=0
export IMPL_synth_area_sq_mm=0.003152
export IMPL_yosys_stat_cells=319
export IMPL_clk_path_buf_depth=2
export IMPL_setup_viol=0
export IMPL_core_area_sq_mm=0.01028
export IMPL_insertion_delay_ns=0.29
export IMPL_syn_to_final_growth_pct=20.60
export IMPL_end_kind="register"
export IMPL_grt_max_degree=15
export IMPL_power_total_mw=0.3445
export IMPL_cp_top_family="adder cells"
export IMPL_clock_sinks=34
export IMPL_layout_top_cells="inv_1, clkdlybuf4s50_1, fa_1, ha_1, nor2b_1"
export IMPL_rsz0062_at_grt="no"
export IMPL_cap_violations=0
export IMPL_n_antenna_cell=0
export IMPL_die_width_um=104.5
export IMPL_intPower_mw=0.2529
export IMPL_cts_resized=0
export IMPL_post_cts_buffers=0
export IMPL_cp_required_ns=11.66
==> stage by stage <==
step	std cells	hold WS, ns	utilization (%)
finish	495	0.4796	36.99
global route	495	0.4959	36.99
CTS	495	0.4777	36.99
detailed placement	487	0.4674	35.70
global placement	487	0.4624	35.70
floorplan	319	0.4576	-
==> cells by family after synthesis <==
logic type | count (synthesis) | share of synthesized area [%]
other | 1 | 0.1190
DFF | 34 | 24.45
AOI/OAI and AO/OA | 34 | 7.264
adders and majority gates | 72 | 37.16
xor gates and xnor gates | 3 | 0.8338
and+or+nand+nor | 112 | 20.56
muxes | 9 | 3.017
buffers and inverters | 54 | 6.590
==> sequential cells by signal, indices dropped and copies added, names as in the netlist <==
name                          count
cim_mem_cell_inst.read_out        9
mac_result_out                   16
cim_mem_cell_inst.weight_ram      9
==> final cells by class <==
type,instances,area (sq um)
Fill cell,1012,6476
Multi-Input combinational cell,231,2173
Sequential cell,34,770.7
Timing Repair Buffer,37,370.4
Inverter,49,183.9
Tap cell,136,170.2
Clock buffer,5,68.82
Clock inverter,3,63.81
==> synthesized netlist by cell type (all sizes together), types with 2 or more instances <==
master  instances
and3           13
buf             2
and2           13
edfxtp          9
nand2b          6
ha             36
nor2b          36
nand3           7
o21ai           7
fa             36
clkbuf          3
mux2            4
a21o            6
mux2i           5
nor3            7
a211oi          3
dfxtp          25
o21a            4
inv            49
nor3b           4
xor2            2
a21oi           9
nand2          17
nor2            7
==> metal layers <==
metal	routed length [um]	vias up	global-route usage, %
met2	2820	34	20.91
li1	-	1114	-
met1	2539	1095	17.79
met3	243	7	2.558
met5	0	-	0
met4	103	0	1.531
==> power groups by stage <==
stage / logic, mW / clock network [mW] / registers [mW]
CTS: 0.0832 / 0.134 / 0.132
global route: 0.0960 / 0.140 / 0.133
finish: 0.0815 / 0.131 / 0.132
==> worst paths after layout <==
kind                              startpoint                       endpoint  slack, ns  cells past startpoint
max                           data_line_n[5]             mac_result_out[14]       4.54                     17
min          cim_mem_cell_inst.weight_ram[3]  cim_mem_cell_inst.read_out[3]       0.48                      1
max reg2reg    cim_mem_cell_inst.read_out[0]             mac_result_out[14]       6.26                     16
min reg2reg  cim_mem_cell_inst.weight_ram[3]  cim_mem_cell_inst.read_out[3]       0.48                      1
==> worst reg2reg max path, stage by stage (launching register included) <==
cell,delay (ns)
dfxtp_1,0.59
mux2i_1,0.69
nor2b_1,0.15
fa_1,0.55
inv_1,0.05
fa_1,0.47
inv_1,0.05
fa_1,0.54
inv_1,0.06
fa_1,0.53
inv_1,0.04
ha_1,0.34
and2_1,0.19
a221oi_2,0.41
a21oi_1,0.15
nor3_1,0.24
nor3b_2,0.07
Power figures rest on the tool's default switching activity, not on a simulated workload.
